==> flow/design.v <==
module booth(clk, rst, a, b, c);
input clk;
input rst;
input [31:0] a;
input [31:0] b;
output reg [63:0] c;
reg  [32:0] mul_w_signguard;
reg  [5:0] count;
reg  [32:0] add_w_signguard;
reg  [65:0] mul_ab1;
always @(posedge clk) begin
	if (rst)
		count <= 6'd0;
	else if (|count)
		count <= (count - 1);
	else
		count <= 6'd32;
end
always @(posedge clk) begin
	if (rst)
		mul_w_signguard <= 32'd0;
	else
		mul_w_signguard <= {a[32 - 1], a};
end
always @(*) begin
	case (mul_ab1[1:0])
		2'b01     : add_w_signguard <= mul_ab1[65:33] + mul_w_signguard;
		2'b10     : add_w_signguard <= mul_ab1[65:33] - mul_w_signguard;
		default   : add_w_signguard <= mul_ab1[65:33];
	endcase
end
always @(posedge clk) begin
	if (rst)
		mul_ab1 <= 65'd0;
	else if (|count)
		mul_ab1 <= {add_w_signguard[32], add_w_signguard, mul_ab1[32:1]};
	else
		mul_ab1 <= {b, 1'b0};
end
always @(posedge clk) begin
	if (rst)
		 c <= 63'd0;
	else if (count == 1)
		c <= {add_w_signguard[32], add_w_signguard, mul_ab1[32:2]};
end
endmodule
==> flow/run.sh <==
#!/bin/bash
# OpenROAD 26Q1-2900-gdf79404cd8, Yosys 0.63+post, stock flow scripts
make -C /OpenROAD-flow-scripts/flow DESIGN_CONFIG=/design/flow/config.mk WORK_HOME=/design/flow/orfs finish
==> flow/config.mk <==
export PLATFORM = sky130hd
export DESIGN_NAME = booth
export DESIGN_NICKNAME = booth
export VERILOG_FILES = /design/flow/design.v
export SDC_FILE = /design/flow/constraint.sdc
export NUM_CORES = 4
export LEC_CHECK = 1
export CORE_UTILIZATION = 40
==> flow/constraint.sdc <==
current_design booth

set clk_period 12.9
set clk_io_pct 0.2

create_clock -name clk0 -period $clk_period [get_ports {clk}]

set non_clock_inputs [all_inputs -no_clocks]
set_input_delay [expr $clk_period * $clk_io_pct] -clock clk0 $non_clock_inputs
set_output_delay [expr $clk_period * $clk_io_pct] -clock clk0 [all_outputs]
==> ci_impl_report.md <==
### Metrics collected by this job

| Metric | Value |
|---|---|
| Met1 usage | approximately 31% |
| Synth Area in Simple Gates | a little under a quarter |
| Worst EP arrival | around 4.6 ns |
| Clk ins delay skew pair | 0.42 ns |
| Worst reg-to-reg path cell count | 18 |
| TNS Setup | 0 ns |
| Area Overhead vs Synth | 24.9% |
| CP max stage delay | between 0.4 and 0.5 ns |
| Ys flop type | dfxtp_1 |
| Hold path start | mul_ab1[4] |
| FF-to-FF End | c[63] |
| Least-Margin Pin Slew | ~0.77 ns |
| Post-synth ARST share | 0% |
| Share of total power in the clock network | roughly 24% |
| Pint | between 0.001 and 0.0015 W |
| Vias in the first global route | around 6,500 |
| WP buf/inv | 0 |
| Critical path startpoint category | flip-flop |
| Area leader, netlist | dfxtp_1 |
| HP Class | flip-flop to flip-flop |
| DP Worst Slack | 8.56 ns |
| I/O Buffers | ~130 |
| Gr ovfl total | 0 |
| Total number of vias | 7,071 |
| Slew Limit Headroom | 48.4% |
| Fillers | 1,883 |
| Post_cts resized | 0 |
| Yosys adder share | under 10% |
| Max_cap viols | 0 |
| Worst setup EP type | flip-flop |
| Post-DP HPWL | ~14,000 um |
| Cts hold-fix bufs | 0 |
| Die area | 21,000 um^2 |
| Worst path slowest cell | nor3b_1 |
| Unique cell types | 65 |
| Post-Synth XOR/XNOR Area | 6.23% |
| Complex Gates by Area | between 10% and 20% |
| Met2 usage | 33.1% |
| Vias/cell | between 5 and 6 |
| Die Span X | around 140 um |
| TritonCTS Sinks | about 170 |
| Clock Skews | 0.00778 ns |
| Post-synth seq share | approximately two fifths |
| Synth flops | approximately 170 |
| R2R Setup Slk | between 8 and 9 ns |
| Flop pwr share | 34.6% |
| Sw power | 0.000752 W |
| Mapped Avg Cell Area | a little over 8 um^2 |
| Status | complete, no violations |
| Post-Synthesis Cells | 1,007 |
| TritonRoute pass-1 iters | 5 |
| Max-slew violation count | 0 |
| Layout cells sized above 1 | under 10% |
| CP max FO | 8 |
| Ports | around 130 |
| Die Span Y | about 140 um |
| Setup ws final | 8.53 ns |
| Power per Cell Area | around 190 nW/um^2 |
| Antenna viol nets, final | 0 |
| # setup viols final | 0 |
| Tool warnings | 27 |
| DR DRC count | 0 |
| Largest net degree at the start of global routing | between 60 and 70 |
| CTS buffer count | 17 |
| Synth top area cells | dfxtp_1, a21oi_1, nand2_1 |
| Grt peak-use layer | met2 |
| Reg clk slew, reported paths | 0.07 ns |
| Post-synth EDFFs | 0 |
| WL/cell | between 10 and 15 um |
| Top cell area share | 41.0% |
| Top non-seq family | simple AND/OR/NAND/NOR gates |
| Fmax | ~230 MHz |
| Fin. Hold Viols | 0 |
| Hold depth | 2 |
| Ys Warns | 1 |
| Top cells by count, synth | dfxtp_1, nand2_1, a21oi_1 |
| GP Congestion | approximately 0.91 |
| Detailed Route WL | about 20,000 um |
| Post-CTS Setup Repair Bufs | 0 |
| Yosys stat chip area | between 8000 and 9000 um^2 |
| FP Rows | just over 50 |
| Initial antenna violation count | 0 |
| Setup CP Type | flip-flop to flip-flop |
| H-Tree Depth | 4 |
| Final period utilization | 33.9% |
| TritonCTS clock tree | built |
| MUX area fraction | approximately 2.0% |
| Hold-critical path endpoint | c[2] |
| Post-Syn Area | 8150 um^2 |
| P_leak | slightly below 4 nW |
| CP required | roughly 13 ns |
| Critical-path cell list | nor4_2 -> nor3b_1 -> nand2_1 -> nor2_1 -> nand2_1 -> nor2_1 -> a21oi_1 -> xnor2_1 -> ha_1 -> a21o_1 -> a21oi_1 -> o221ai_1 -> nor3_1 -> nor3b_1 -> or3_1 -> and4_1 -> nor2_1 -> a211oi_2 |
| Total track usage | approximately a fifth |
| Fp_density | between 40% and 50% |
| Comb pwr share | between 40% and 50% |
| Sw Ratio | between 30% and 40% |
| Core ar. | slightly below 20,000 um^2 |
| 1st-iter DRT viols | roughly 400 |
| Period minus WS final | between 4 and 5 ns |
| Diode count | 0 |
| First-pass GRT wire length | between 30,000 and 40,000 um |
| RSZ-0062 raised after global routing | false |
| Crit path top cell by count | nor2_1 |
| Met3 Resource Use GR | 3.52% |
| CTS Root Cell | clkbuf_16 |
| Clk buf depth | 2 |
| Tot Pwr | 0.00195 W |
| Yosys cell count | a little over 1,000 |
| Critical R2R Launch | mul_w_signguard[11] |
| Crit-path leading delay family | simple AND/OR/NAND/NOR gates |
| Worst vdd ir | 0.0986 mV |
## through the flow
stage                     instance area (um^2)  utilization (%)  instances  hold slack [ns]
final                                    10200             51.7       1387            0.451
after global routing                     10200             51.7       1387            0.469
after CTS                                10200             51.7       1387            0.449
after detailed placement                  9640             48.9       1356            0.443
after global placement                    9640             48.9       1356            0.441
after floorplan                           8150                -       1007            0.422
## area by class of cell
type	count	area [um^2]	area share, %
inverter	18	67.6	0.663
sequential	167	3340	32.8
clock buffer	17	425	4.18
multi-input combinational	767	4530	44.5
timing repair buffer	139	1360	13.4
tap	265	332	3.26
clock inverter	14	119	1.17
## routing by layer
layer	routed length, um	share of wire, %
met2	9760	47
met4	181	0.88
met3	861	4.2
met5	0	0
met1	9740	47
## tightest hold or removal path: cells and delay by family (launching register included)
kind               cells  cell delay, ns
and+or+nand+nor        1            0.05
AOI/OAI and AO/OA      1            0.05
DFF                    1            0.31
## kinds of logic (layout without fill, tap and decap cells)
logic type | after synthesis | after routing
adder cells (fa/ha/maj) | 38 | 38
multiplexers | 16 | 16
buffers and inverters | 73 | 188
AND/OR/NAND/NOR | 418 | 418
flip-flops | 167 | 167
AND-OR/OR-AND | 237 | 237
XOR/XNOR | 58 | 58
## power by group through the flow
stage,combinational [W],clock (W),sequential (W)
global route,0.000908,0.000506,0.000690
CTS,0.000813,0.000483,0.000676
finish,0.000808,0.000471,0.000676
## state kept, by name (all words and copies together) (netlist names)
register,cells
c,64
mul_w_signguard,32
mul_ab1,65
count,6
## layout by cell type (no fill, tap or decap), types with 3 or more instances in the layout
master           instances
nand2_1                167
dfxtp_1                167
clkdlybuf4s50_1        128
a21oi_1                127
nor2_1                 117
xnor2_1                 45
nor2b_1                 37
ha_1                    37
a211oi_1                23
nor3_1                  21
a21o_1                  19
inv_1                   17
clkbuf_16               17
o21ai_0                 16
mux2i_1                 15
nand3_1                 15
xor2_1                  13
a31oi_1                 11
buf_4                   11
and2_1                  10
and3_1                   8
or3_1                    7
nor4_1                   6
nand2b_1                 6
o21ai_1                  5
a311oi_1                 4
nand4_1                  4
clkinvlp_4               4
clkinv_4                 4
o211ai_1                 3
nor3b_1                  3
o21bai_1                 3
inv_6                    3
## how the worst max path moves through the flow
stage	startpoint	depth (start not counted)	slack, ns	to
after CTS	mul_w_signguard[11]	18	8.53	c[63]
final	mul_w_signguard[11]	18	8.53	c[63]
after global routing	mul_w_signguard[11]	18	8.09	c[63]
No activity file was given, so power comes from the tool's default toggle rates.
