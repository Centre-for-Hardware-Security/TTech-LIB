## design/flow/run.sh

```bash
#!/bin/bash
# OpenROAD 26Q1-2900-gdf79404cd8, Yosys 0.63+post, stock flow scripts
make -C /OpenROAD-flow-scripts/flow DESIGN_CONFIG=/design/flow/config.mk WORK_HOME=/design/flow/orfs finish
```

## design/flow/config.mk

```make
export PLATFORM = sky130hd
export DESIGN_NAME = two_way_karatsuba
export DESIGN_NICKNAME = two_way_karatsuba
export VERILOG_FILES = /design/flow/design.v
export SDC_FILE = /design/flow/constraint.sdc
export NUM_CORES = 4
export LEC_CHECK = 1
export CORE_UTILIZATION = 50
```

## design/flow/constraint.sdc

```tcl
current_design two_way_karatsuba

set clk_period 51.4
set clk_io_pct 0.2

create_clock -name clk0 -period $clk_period [get_ports {clk}]

set non_clock_inputs [all_inputs -no_clocks]
set_input_delay [expr $clk_period * $clk_io_pct] -clock clk0 $non_clock_inputs
set_output_delay [expr $clk_period * $clk_io_pct] -clock clk0 [all_outputs]
```

## design/flow/design.v

```verilog
module two_way_karatsuba(clk, rst, a, b, c);
input clk;
input rst;
input [162:0] a;
input [162:0] b;
output reg [325:0] c;
wire  [80:0] a1;
wire  [80:0] b1;
wire  [80:0] c1;
wire  [80:0] d1;
wire  [81:0] sum_a1b1;
wire  [81:0] sum_c1d1;
reg  [80:0] counter_a1c1;
reg  [80:0] counter_b1d1;
reg  [82:0] counter_sum_a1b1_c1d1;
reg  [162:0] mul_a1c1;
reg  [162:0] mul_b1d1;
reg  [164:0] mul_sum_a1b1_sum_c1d1;
assign a1 = a[162:81];
assign b1 = a[80:0];
assign c1 = b[162:81];
assign d1 = b[80:0];
always @(posedge clk) begin
	if (rst) begin
		mul_a1c1 <= 163'd0;
		counter_a1c1 <= 81'd0;
	end
	else if (counter_a1c1 < 82) begin
		if (a[counter_a1c1] == 1'b1) begin
			mul_a1c1 <= mul_a1c1 ^ (c1 << counter_a1c1);
			counter_a1c1 <= counter_a1c1 + 1;
		end
		counter_a1c1 <= counter_a1c1 + 1;
	end
end
always @(posedge clk) begin
	if (rst) begin
		mul_b1d1 <= 163'd0;
		counter_b1d1 <= 81'd0;
	end
	else if (counter_b1d1 < 82) begin
		if (b[counter_b1d1] == 1'b1) begin
			mul_b1d1 <= mul_a1c1 ^ (d1 << counter_b1d1);
			counter_b1d1 <= counter_b1d1 + 1;
		end
		counter_b1d1 <= counter_b1d1 + 1;
	end
end
assign sum_a1b1 = a1 ^ b1;
assign sum_c1d1 = c1 ^ d1;
always @(posedge clk) begin
	if (rst) begin
		c = 326'd0;
		mul_sum_a1b1_sum_c1d1 = 165'd0;
		counter_sum_a1b1_c1d1 = 83'd0;
	end
	else if (counter_sum_a1b1_c1d1 < 82) begin
		if (sum_a1b1[counter_sum_a1b1_c1d1] == 1'b1) begin
			mul_sum_a1b1_sum_c1d1 = mul_sum_a1b1_sum_c1d1 ^ (sum_c1d1 << counter_sum_a1b1_c1d1);
			counter_sum_a1b1_c1d1 = counter_sum_a1b1_c1d1 + 1;
		end
		counter_sum_a1b1_c1d1 = counter_sum_a1b1_c1d1 + 1;
	end
	c = mul_sum_a1b1_sum_c1d1 - mul_b1d1 - mul_a1c1;
	c = c << 81;
	c = c ^ (mul_a1c1 << 163);
	c = c ^ mul_b1d1;
end
endmodule
```

==> results.sh <==
# yosys + openroad results
export IMPL_iteration_0_drc_count_of_the_detailed_router=12200
export IMPL_yosys_area_sq_mm=0.0818
export IMPL_drt_drc_violations_left=0
export IMPL_tns_ns=0
export IMPL_final_routed_wire_length_divided_by_cell_count_microns=35.4
export IMPL_synthesis_instances=10500
export IMPL_synth_logic_top_family="AND-OR/OR-AND gates"
export IMPL_timing_max_transition_violations_final=0
export IMPL_cell_count_after_placement=12900
export IMPL_holdCritPathClass="flip-flop to flip-flop"
export IMPL_die_y_microns=406
export IMPL_design_portCount=654
export IMPL_largest_net_degree_at_the_start_of_global_routing=103
export IMPL_final_setup_skew_ns=0.0782
export IMPL_grt_remaining_overflow=0
export IMPL_numSynthFlops=1062
export IMPL_timing_setup_critical_path_class="input pin to flip-flop"
export IMPL_fp_dieW_microns=406
export IMPL_design_die_area_sq_mm=0.165
export IMPL_drt_total_wl_mm=465
export IMPL_p_leak_nw=36.9
export IMPL_total_half_perimeter_wirelength_after_legalization_and_detailed_placement_mm=374
export IMPL_grt_usage_pct=57.0
export IMPL_postcts_setup_bufs=0
export IMPL_timing_critical_path_arrival_ns=25.32
export IMPL_worst_setup_path_startpoint="a[102]"
export IMPL_ys_flop_type="sky130_fd_sc_hd__dfxtp_1"
export IMPL_postSynthAreaPerCell_sq_um=7.77
export IMPL_ys_seq_share_pct=26.0
export IMPL_postLayoutCellArea_sq_mm=0.0941
export IMPL_root_buffer="sky130_fd_sc_hd__clkbuf_16"
export IMPL_initial_utilization_pct=50.3
export IMPL_top_cells_by_area="sky130_fd_sc_hd__dfxtp_1 (26%), sky130_fd_sc_hd__xnor2_1 (8.2%), sky130_fd_sc_hd__mux2i_1 (5.6%)"
export IMPL_worstHoldStart="mul_b1d1[44]"
export IMPL_worst_slew_pin_slew_ns=1.46
export IMPL_placement_cell_area_sq_mm=0.0901
export IMPL_critical_path_required_ns=52.07
export IMPL_edf_count=0
export IMPL_final_critical_path_setup_slack_ns=26.75
export IMPL_rrSetupSlack_ns=35.17
export IMPL_number_of_antenna_violations_at_the_first_check_in_global_routing=58
export IMPL_worst_setup_path_start_kind="input pin"
export IMPL_design_core_area_sq_mm=0.163
export IMPL_via_count_of_the_first_global_routing_pass=79600
export IMPL_synth_xor_xnor_area_share_pct=11.0
export IMPL_fillCellCount=14300
export IMPL_number_of_buffers_on_the_longest_clock_path=3
export IMPL_portion_of_the_clock_cycle_consumed_by_the_worst_path_in_the_final_layout_pct=48.0
export IMPL_setup_violations_final=0
export IMPL_cts_reportedPaths_clkPinSlew_ns=0.07
export IMPL_timing_hold_violations_final=0
export IMPL_cell_seen_most_often_among_critical_path_stages="sky130_fd_sc_hd__xnor2_1"
export IMPL_cts_tree="done"
export IMPL_synth_area_leader_cell="sky130_fd_sc_hd__dfxtp_1"
export IMPL_ctsHtreeMaxLevel=3
export IMPL_clock_sinks=1062
export IMPL_slew_headroom_pct=1.32
export IMPL_power_ir_vdd_worst_v=0.0000801
export IMPL_status="finished, final reports clean"
export IMPL_final_cell_count_no_fill=13100
export IMPL_critical_path_endpoint="c[265]"
export IMPL_routed_via_count=86800
export IMPL_critical_path_slowest_cell="sky130_fd_sc_hd__a2111oi_4"
export IMPL_ys_types=97
export IMPL_vias_per_cell=6.62
export IMPL_area_delta_synth_final_pct=15.1
export IMPL_openroad_warning_count=32
export IMPL_synthMostInstantiatedCell="sky130_fd_sc_hd__nor2_1"
export IMPL_power_density_cell_area_mw_per_mm2=80.4
export IMPL_yosys_area_share_aoi_pct=20.8
export IMPL_synth_yosys_warnings=1
export IMPL_critical_path_endpoint_type="flip-flop"
export IMPL_ys_sh_mux_pct=12.6
export IMPL_synth_top_area_share_pct=26.0
export IMPL_count_of_input_and_output_buffers=652
export IMPL_antenna_violating_nets_post_route=0
export IMPL_drt_pass1_iter_count=9
export IMPL_ys_sh_simple_pct=18.9
export IMPL_critical_path_reg2reg_endpoint="c[265]"
export IMPL_critical_path_reg2reg_startpoint="counter_sum_a1b1_c1d1[2]"
export IMPL_first_pass_grt_wire_length_mm=625
export IMPL_place_worst_setup_slack_ns=26.65
export IMPL_drive_gt1_share_pct=7.85
export IMPL_final_min_clock_period_ns=24.65
export IMPL_netlist_area_sq_mm=0.0818
export IMPL_cts_resized_gates=0
export IMPL_cts_inserted_buffers=110
export IMPL_reg2regPathDepth=47
export IMPL_number_of_max_capacitance_violations_reported=0
export IMPL_synth_top_cells_by_count="sky130_fd_sc_hd__nor2_1 (1126), sky130_fd_sc_hd__dfxtp_1 (1062), sky130_fd_sc_hd__nand2_1 (950)"
export IMPL_synth_async_reset_ratio_pct=0
export IMPL_core_rowCount=148
export IMPL_adder_share_pct=5.11
export IMPL_rd_place_congestion=1.22
export IMPL_grt_setup_unrepaired="no"
export IMPL_insertion_delay_ns=0.84
export IMPL_holdBufCountCts=0
export IMPL_crit_fanout=40
export IMPL_timing_fmax_mhz=40.6
export IMPL_cells_yosys=10500
export IMPL_cpPeakStageDelay_ns=0.76
## flip-flops by register name (all words and copies together) (netlist names)
| signal | cells |
|---|---|
| c | 326 |
| counter_a1c1 | 81 |
| counter_b1d1 | 81 |
| counter_sum_a1b1_c1d1 | 83 |
| mul_a1c1 | 163 |
| mul_b1d1 | 163 |
| mul_sum_a1b1_sum_c1d1 | 165 |
## cell families after synthesis
| group | Yosys count |
|---|---|
| AND-OR/OR-AND | 2802 |
| XOR/XNOR | 1030 |
| adder cells (fa/ha/maj) | 333 |
| buffers and inverters | 1167 |
| flip-flops | 1062 |
| multiplexers | 780 |
| AND/OR/NAND/NOR | 3344 |
## placed cells by master, fill, tap and decap left out, types with 22 or more instances in the layout
master,Yosys,layout
sky130_fd_sc_hd__nor2_1,1126,1123
sky130_fd_sc_hd__dfxtp_1,1062,1043
sky130_fd_sc_hd__nand2_1,950,948
sky130_fd_sc_hd__a21oi_1,846,846
sky130_fd_sc_hd__o21ai_0,811,810
sky130_fd_sc_hd__xnor2_1,766,766
sky130_fd_sc_hd__clkdlybuf4s50_1,0,651
sky130_fd_sc_hd__mux2i_1,456,456
sky130_fd_sc_hd__inv_1,429,424
sky130_fd_sc_hd__ha_1,331,331
sky130_fd_sc_hd__xor2_1,264,264
sky130_fd_sc_hd__or3_1,249,249
sky130_fd_sc_hd__buf_4,21,233
sky130_fd_sc_hd__nand3_1,205,204
sky130_fd_sc_hd__a21o_1,199,199
sky130_fd_sc_hd__nor2b_1,197,197
sky130_fd_sc_hd__mux4_2,188,188
sky130_fd_sc_hd__a211oi_1,170,170
sky130_fd_sc_hd__nand4_1,140,140
sky130_fd_sc_hd__mux2_2,135,135
sky130_fd_sc_hd__and2_1,117,117
sky130_fd_sc_hd__nor3_1,113,113
sky130_fd_sc_hd__clkbuf_16,0,111
sky130_fd_sc_hd__a311oi_1,91,91
sky130_fd_sc_hd__o22ai_1,83,83
sky130_fd_sc_hd__nor4_1,81,81
sky130_fd_sc_hd__o21bai_1,75,75
sky130_fd_sc_hd__o211ai_1,64,64
sky130_fd_sc_hd__o21ai_1,61,62
sky130_fd_sc_hd__a31oi_1,63,62
sky130_fd_sc_hd__diode_2,0,48
sky130_fd_sc_hd__a22oi_1,48,48
sky130_fd_sc_hd__nand2b_1,44,44
sky130_fd_sc_hd__o21a_1,40,39
sky130_fd_sc_hd__and3_1,36,33
sky130_fd_sc_hd__o31ai_1,29,28
sky130_fd_sc_hd__or2_2,24,24
sky130_fd_sc_hd__o22a_1,24,24
sky130_fd_sc_hd__clkinv_2,0,22
## power by group
group          switching, mW  total [mW]  internal (mW)
combinational           3.71        5.54           1.83
sequential             0.137        1.15           1.01
clock                  0.384       0.877          0.493
## per-stage QoR
stage / util, % / total power [mW] / hold slack [ns]
final: 57.9 / 7.57 / 0.363
after global routing: 57.8 / 7.77 / 0.373
after CTS: 57.8 / 7.28 / 0.359
after detailed placement: 55.4 / 6.39 / 0.362
after global placement: 55.4 / 6.39 / 0.361
after floorplan: - / 4.22 / 0.351
## final cells by class
class	count	area [sq um]	share of cell area [%]
Timing Repair Buffer	886	8300	8.82
Clock inverter	69	915	0.971
Tap cell	2175	2720	2.89
Multi-Input combinational cell	8289	56100	59.6
Sequential cell	1062	21300	22.6
Antenna cell	48	120	0.128
Clock buffer	136	3040	3.23
Inverter	441	1660	1.76
## worst min-delay path by stage
| stage | endpoint | cells after the start |
|---|---|---|
| 4_1_cts | c[44] | 0 |
| 5_1_grt | c[44] | 0 |
| 6_report | c[44] | 0 |
## layer usage
layer	track usage, %	up-vias	wire [microns]
met1	65.0	40300	155000
met3	32.2	1909	74400
met2	73.6	6616	176000
li1	-	37900	-
met5	7.52	-	1660
met4	53.0	62	57000
## worst max-delay path: cells and delay by family
| family | cells | cell delay (ns) |
|---|---|---|
| muxes | 4 | 1.85 |
| AOI/OAI and AO/OA | 14 | 4.76 |
| buffers and inverters | 4 | 1.57 |
| and+or+nand+nor | 18 | 4.84 |
| xor gates and xnor gates | 4 | 0.94 |
| adders and majority gates | 3 | 0.97 |
Power figures rest on the tool's default switching activity, not on a simulated workload.
