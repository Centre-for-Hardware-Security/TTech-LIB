==> flow/config.mk <==
export PLATFORM = sky130hd
export DESIGN_NAME = schoolbook
export DESIGN_NICKNAME = schoolbook
export VERILOG_FILES = /design/flow/design.v
export SDC_FILE = /design/flow/constraint.sdc
export NUM_CORES = 4
export LEC_CHECK = 1
export CORE_UTILIZATION = 30
==> flow/constraint.sdc <==
current_design schoolbook

set clk_period 31.5
set clk_io_pct 0.2

create_clock -name clk0 -period $clk_period [get_ports {clk}]

set non_clock_inputs [all_inputs -no_clocks]
set_input_delay [expr $clk_period * $clk_io_pct] -clock clk0 $non_clock_inputs
set_output_delay [expr $clk_period * $clk_io_pct] -clock clk0 [all_outputs]
==> flow/design.v <==
module schoolbook(clk, rst, a, b, c);
input clk;
input rst;
input [63:0] a;
input [63:0] b;
output reg [127:0] c;
reg  [6:0] count;
always @(posedge clk) begin
	if (rst == 1'b1) begin
		c <= 128'd0;
		count <= 7'd0;
	end
	else begin
if (count < 64) begin
if (b[count] == 1) begin
c <= c + (a << count);
end
count <= count + 1;
end
	end
end
endmodule
==> flow/run.sh <==
#!/bin/bash
# OpenROAD 26Q1-2900-gdf79404cd8, Yosys 0.63+post, stock flow scripts
make -C /OpenROAD-flow-scripts/flow DESIGN_CONFIG=/design/flow/config.mk WORK_HOME=/design/flow/orfs finish
==> results.yml <==
# generated from flow reports
clocking:
  numClockSinks: 135
  clk_transition_reported_paths_ps: 60
  ctsRootBufferMaster: "clkbuf_16"
  cts_hold_buffers: 0
  cts_buffers: 17
  cts_setup_buffers: 0
  clk_latency_ps: 500
  h-tree-depth: 4
  cts_tree: "yes"
  cts_resized: 0
  cts.path.max_buffers: 2
final_timing:
  fin_tns_setup_ps: 0
  setup_viol: 0
  skew_ps: 16.3
  worst_pin_slew_ps: 968
  rsz0062_at_grt: "false"
  fin_crit_ps: 12350
  fmax_ghz: 0.0810
  timing.final.crit_share_pct: 39.2
  slew_headroom_pct: 35.1
  final_max_slew_viol_count: 0
  hold_viol_final: 0
worst_setup_path:
  path_class: "primary input to flop"
  required_ps: 31850
  cp-end-kind: "flop"
  startpoint_type: "primary input"
  path_max_fanout: 10
  worstPathArrival_ps: 12700
synth:
  edf_count: 0
  ys_cells: 2660
  top_area_cell: "dfxtp_1"
  synth-main-ff-cell: "dfxtp_1"
  area_leaders: "dfxtp_1 (14%), ha_1 (8.4%), mux2i_1 (8.3%)"
  ys_ff: 135
  synthDistinctLibCells: 83
  synthDominantCellAreaShare_pct: 14.2
  synth.cell_area_mm2: 0.0190
  synth_cells: 2660
  yosysWarnings: 1
  ys_seq_share_pct: 14.2
  async_flop_share_pct: 0
  yosysChipArea_mm2: 0.0190
  avgSynthCellArea_um2: 7.14
routing:
  diodes: 0
  via_count: 21200
  wirelength_um: 83600
  drt_iter0_drc: 1846
  drt-pass1-iter-count: 6
  wire_per_inst_um: 23.0
  drc: 0
  drtAntennaViolNets: 0
  viasPerCell: 5.83
power_and_ir_drop:
  power.density_mw_per_mm2: 58.7
  ir_worst_vdd_uv: 52.5
  leakage_nw: 9.16
die:
  die_area_mm2: 0.0643
  die_h_um: 254
  io_pins: 258
  core_area_mm2: 0.0622
  initCoreUtil_pct: 30.6
  rows: 91
  die_x_um: 254
global_routing:
  grt_overflow: 0
  grt_pass1_vias: 19400
  grtUsageTotal_pct: 25.9
  antenna_found_initial: 2
  grt_start_max_net_pins: 82
  grt_pass1_wl_um: 123000
cells_and_area:
  seq_area_mm2: 0.00272
  final_common_cell: "nand2_1"
  nFillCells: 6623
  area_delta_synth_final_pct: 19.6
  final_util_pct: 36.6
  logic_area_mm2: 0.0153
  lay_top_cells: "nand2_1 (357), nor2_1 (310), a21oi_1 (286)"
  drive_gt1_share_pct: 6.59
run:
  warning_count: 25
  maxCapViolCount: 0
min_path:
  hold_path.class: "flop to flop"
placed_design:
  io_buffers: 257
  gp_congestion: 1.06
  place_hpwl_um: 69200
run_status:
  status: "finished, final reports clean"
==> final timing paths <==
kind / cells past startpoint / from / slack [ps] / endpoint
max: 21 / a[13] / 19150 / c[104]$_SDFFE_PP0P_
min: 2 / c[114]$_SDFFE_PP0P_ / 490 / c[114]$_SDFFE_PP0P_
max reg2reg: 21 / count[1]$_SDFFE_PP0N_ / 24190 / c[104]$_SDFFE_PP0P_
min reg2reg: 2 / c[114]$_SDFFE_PP0P_ / 490 / c[114]$_SDFFE_PP0P_
==> cell type report <==
type	count	share of cell area (%)
clock inverter	13	0.848
multi-input combinational	2274	67.3
sequential	135	12.0
timing repair buffer	285	12.2
clock buffer	19	1.99
inverter	65	1.07
tap	837	4.61
==> per-stage QoR <==
stage                     total power [mW]  std cells  setup slack (ps)  cell area, µm²  hold slack [ps]
final                                 1.33       3628             19150           22700              490
after detailed placement              1.10       3596             18790           22100              482
after CTS                             1.33       3628             19320           22700              496
after global placement                1.10       3596             18880           22100              469
after floorplan                      0.785       2660             21140           19000              430
after global routing                  1.42       3628             18940           22700              511
==> logic make-up (layout without fill, tap and decap cells) <==
kind of cell,count (synthesis),count (layout),share of synthesized area [%]
simple gates,938,938,22.0
fa+ha+maj,129,129,8.53
flops,135,135,14.2
buf+inv,251,382,5.33
compound gates,854,854,27.4
xor+xnor,111,111,5.12
mux,242,242,17.5
==> synthesized netlist by cell type, types with 8 or more instances <==
library cell / n
o22ai_1: 67
buf_1: 27
a211oi_1: 11
dfxtp_1: 135
or3_1: 16
and2_1: 21
o21ai_0: 220
o211ai_1: 9
xnor2_1: 70
a22o_1: 16
a21boi_0: 11
clkbuf_1: 121
o21a_1: 16
inv_1: 60
nand4_1: 69
nor4_1: 11
nor3_1: 40
a31oi_1: 21
a21oi_1: 286
a21o_1: 61
nor2_1: 310
ha_1: 128
xor2_1: 41
o21bai_1: 45
mux4_2: 70
and3_1: 8
nand2b_1: 27
or2_2: 9
o31ai_1: 11
nand3_1: 31
a22oi_1: 8
mux2_2: 14
buf_2: 32
nand2_1: 357
nor2b_1: 8
mux2i_1: 158
==> where the power goes <==
part           total [mW]  switching (mW)  leakage (nW)  internal [mW]
clock network       0.228          0.0908         0.310          0.137
logic               0.837           0.489          7.75          0.348
registers           0.271          0.0603          1.10          0.210
==> per-layer routing <==
metal / GRT usage, % / share of wire, %
met5: 0 / 0.014
met4: 6.92 / 3.2
met3: 4.40 / 8.2
met2: 39.0 / 44
met1: 38.7 / 45
==> critical path, stage by stage <==
cell	delay (ps)
clkdlybuf4s50_1	460
mux4_2	510
mux2i_1	290
nand2_1	90
o21ai_0	140
nor2_1	70
a21oi_1	480
a21oi_1	190
and2_1	230
ha_1	450
nand4_1	300
nor3_1	650
nand3_1	250
nor4_1	320
a311oi_1	90
a31oi_1	810
a31oi_1	270
o21ai_1	390
a31oi_1	190
nand4b_1	120
o221ai_1	110
==> flip-flops by register name (all words and copies together) (netlist names) <==
| register | flops |
|---|---|
| count | 7 |
| c | 128 |
No activity file was given, so power comes from the tool's default toggle rates.
