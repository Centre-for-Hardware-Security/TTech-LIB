File: ./run.sh
#!/bin/bash
# OpenROAD 26Q1-2900-gdf79404cd8, Yosys 0.63+post, stock flow scripts
make -C /OpenROAD-flow-scripts/flow DESIGN_CONFIG=/design/flow/config.mk WORK_HOME=/design/flow/orfs finish
File: ./config.mk
export PLATFORM = sky130hd
export DESIGN_NAME = sbm_digitized
export DESIGN_NICKNAME = sbm_digitized
export VERILOG_FILES = /design/flow/design.v
export SDC_FILE = /design/flow/constraint.sdc
export NUM_CORES = 4
export LEC_CHECK = 1
export CORE_UTILIZATION = 30
File: ./constraint.sdc
current_design sbm_digitized

set clk_period 31.6
set clk_io_pct 0.2

create_clock -name clk0 -period $clk_period [get_ports {clk}]

set non_clock_inputs [all_inputs -no_clocks]
set_input_delay [expr $clk_period * $clk_io_pct] -clock clk0 $non_clock_inputs
set_output_delay [expr $clk_period * $clk_io_pct] -clock clk0 [all_outputs]
File: ./design.v
module sbm_digitized(clk, rst, a, b, c);
parameter SIZEA = 32;
parameter SIZEB = 32;
parameter SIZEOF_DIGITS = 4;
parameter DIGITS = 8;
input clk;
input rst;
input [31:0] a;
input [31:0] b;
output reg [63:0] c;
localparam ST_RUN = 0;
localparam ST_WAIT = 1;
localparam ST_OFFSET = 2;
localparam ST_RST = 3;
reg local_rst;
reg digit_mul_start;
reg digit_mul_start_next;
reg  [3:0] short_b;
reg  [3:0] short_b_next;
reg  [7:0] counter_digits;
reg  [7:0] counter_digits_next;
reg  [1:0] state;
reg  [1:0] next_state;
reg  [63:0] next_c;
reg  [31:0] tmp;
reg  [14:0] upper_addr;
reg  [14:0] lower_addr;
wire digit_mul_done;
wire  [35:0] short_c;
mult_unit #(32, 4) mult_unit (clk, rst, local_rst, a, short_b, digit_mul_start, short_c, digit_mul_done);
always @(posedge clk) begin
	if (rst == 1'b1) begin
		state <= ST_RUN;
		c <= 64'b0;
		counter_digits <= 8'b0;
		short_b <= 4'b0;
		digit_mul_start <= 1'b0;
	end
	else begin
		state <= next_state;
		c <= next_c;
		counter_digits <= counter_digits_next;
		short_b <= short_b_next;
		digit_mul_start <= digit_mul_start_next;
	end
end
always @ (*) begin 
	next_state = state;
	next_c = c;
	digit_mul_start_next = digit_mul_start;
	local_rst = 0;
	counter_digits_next = counter_digits;
	short_b_next = short_b;
	tmp = tmp;
	case (state)
		ST_RUN: begin
			tmp[31:0] = b[31:0];
			lower_addr = counter_digits_next*(4);
			short_b_next = tmp[lower_addr+:4];
			if (counter_digits_next < 8) begin
				digit_mul_start_next = 1'b1;
				next_state = ST_WAIT;
			end
			else begin 
				next_state = ST_OFFSET;
			end
		end
		ST_WAIT: begin
			if (digit_mul_done == 1'b1) begin
				digit_mul_start_next = 1'b0;
				counter_digits_next = counter_digits_next +1;
				next_state = ST_OFFSET;
			end
			else begin 
				next_state = ST_WAIT;
			end
		end
		ST_OFFSET: begin
			next_c = next_c + (short_c << 4 *(counter_digits_next-1));
			next_state = ST_RST;
		end
		ST_RST: begin
			local_rst = 1'b1;
			next_state = ST_RUN;
		end
	endcase
end
endmodule
module mult_unit(clk, rst, local_rst, a, b, digit_mul_start, c, digit_mul_done);
parameter SHORTA = 1;
parameter SHORTB = 1;
input clk;
input rst;
input local_rst;
input [31:0] a;
input [3:0] b;
input digit_mul_start;
output reg [35:0] c;
output reg digit_mul_done;
reg [11:0] count;
always @ (posedge clk) begin 
	if ((rst == 1'b1) || (local_rst == 1'b1)) begin
		c <= {SHORTA+SHORTB { 1'b0}};
		count <= 12'd0;
		digit_mul_done <= 1'b0;
	end
	else begin
		if (digit_mul_start == 1'b1) begin
			if (count < SHORTB) begin
				if (b[count] == 1) begin
					c <= c + (a << count);
				end
					count <= count + 12'd1;
			end
			else begin
				digit_mul_done <= 1'b1;
			end
		end
	end
end
endmodule
==> summary.txt <==
fresh numbers from the pnr run: Layout Skew=0.0139 ns, switching share of power=36.0%, number of warnings reported in the yosys synthesis log=2, Slew HR=47.7%, DRC Markers=0, wire length of the first global-routing pass=73,300 um, most frequent cell on the critical path=a21oi_1, RSZ-0062 raised after global routing=false, Longest Clk Path Bufs=2, combinational group share of total power=33.5%, floorplan row count=78, routed length per instance=18.0 um, internal power component=0.000388 W, cell count listed in synth_stat.txt=1,889, Total Wirelength=46,000 um, maximum level of the CTS H-tree=4, clock-pin slew of the registers on the worst-case setup and hold paths=0.07 ns, antenna violations before repair=0, remaining global-route overflow=0, share of async-settable or async-resettable flops after synthesis=0%, register-to-register path setup slack=24.85 ns, TritonCTS clock tree=built, DIE HEIGHT=217 um, Seq pwr share=30.1%, number of routed nets with antenna violations=0, last element of the critical path=mult_unit.c[35], Tot GR Track Use=19.8%, Worst Path Buf+Inv=1, Boundary Pins=130, category of the worst setup path launch point=input pin, Max Cap Violations=0, status=complete, no violations, pre-CTS setup slack=20.86 ns, total number of vias=14.1k, clock network fraction of design power=36.4%, Initial Util=30.5%, via count of the first global-routing pass=13.1k, final-report max-slew violation count=0, final std cell area, no fill=16,300 sq um, dpl cell area=15,700 sq um, count of cells along the worst hold path=1, HP Class=register to register, setup_tns=0 ns, fmax=96.3 MHz, sequence of cells on the critical path=clkdlybuf4s50_1, mux2i_1, nor2_1, o21ai_0, mux2i_1, a221oi_1, a21oi_1, ha_1, nand2_1, nor4_1, and2_1, a21bo_1, a41oi_1, a21oi_1, a31oi_1, or3_1, a21oi_1, Least-Margin Pin Slew=0.783 ns, CP startpoint=a[0], highest net fanout along the worst path=5, data required time of the worst path=31.98 ns, shortest clock period the worst path allows after layout=10.38 ns, Min Hold Slack=0.464 ns, cell count after synthesis=1,889, Chip Width=217 um, Via density=5.50, number of distinct library cells after synthesis=84, half-perimeter wire length of the detailed placement result=36,000 um, detailed router's first-iteration violation count=1,055, path length in cells of the critical path=17, post-route non-filler standard cell count=2,556, Reg2Reg Depth=21, number of flip-flops and latches in the synthesized netlist=130, Leakage=6.45 nW, count of inserted antenna diode cells=0, area of the core region=45,500 sq um, routability congestion estimate from global placement=0.961, count of endpoints failing setup in the final report=0, layout cells sized above 1=7.16%, DRT Pass-1 Iters=8, VDD IR max=0.0366 mV, Hold Vio Cnt, Final=0, Most used DFF post-synth=dfxtp_1, crit end category=register, tool warnings=26, post-synthesis area per instance=7.34 sq um, post-synth design cell area=13,900 sq um, post-CTS setup-driven buffer insertion count=0, worst-skew pair later-pin latency=0.45 ns, hold_buf cts=0, Switching Power=0.000218 W, sequential cell area fraction in the yosys report=18.8%, largest net degree at the start of global routing=65, count of flip-flops with a built-in enable after synthesis=0, number of buffers inserted during clock tree synthesis=17, Resize count post-CTS=0, Die ar.=47,100 sq um, number of sinks on the clock net=130, placed cell count=2,524, dominant delay contributor by cell family on the critical path=AND-OR/OR-AND gates, cell at the root of the clock tree=clkbuf_16, critical path class=input pin to register, reg2reg end=c[56], worst reg2reg startpoint=counter_digits[0], slowest cell on the critical path=o21ai_0, data arrival time at the worst-slack endpoint=10.76 ns, fin worst setup slack=21.22 ns, final critical-path share of the clock period=32.9%, Pwr per Cell Area=37.1 nW/um^2, Max stage delay on crit path=0.63 ns, number of input and output port buffers inserted=129, layout overhead on the synthesized area=17.6%, chip area from the yosys synthesis statistics=13,900 sq um
-- worst reg2reg max path, delay by kind of cell (launching register included) --
kind / cells / cell delay, ns
XOR/XNOR: 2 / 0.27
adder cells (fa/ha/maj): 3 / 1.12
buffers and inverters: 2 / 0.65
AND/OR/NAND/NOR: 7 / 1.93
AND-OR/OR-AND: 7 / 2.34
flip-flops: 1 / 0.33
-- worst min path at each step --
stage	startpoint	to	slack (ns)
4_1_cts	mult_unit.count[7]	mult_unit.count[7]	0.47
5_1_grt	mult_unit.count[7]	mult_unit.count[7]	0.48
6_report	mult_unit.count[8]	mult_unit.count[8]	0.46
-- cells by family after synthesis --
logic type / after synthesis / synth area share [%]
XOR/XNOR: 93 / 5.87
AND/OR/NAND/NOR: 708 / 22.7
AND-OR/OR-AND: 582 / 26.8
buffers and inverters: 151 / 4.21
flip-flops: 130 / 18.8
adder cells (fa/ha/maj): 103 / 9.40
multiplexers: 122 / 12.3
-- final cells by class --
| type | count | area [sq um] |
|---|---|---|
| repair buffers | 155 | 1480 |
| flip-flops and latches | 130 | 2610 |
| well taps | 600 | 751 |
| fillers | 4793 | 29200 |
| clock inverters | 15 | 216 |
| inverters | 31 | 116 |
| clock buffers | 17 | 425 |
| multi-input cells | 1608 | 10700 |
-- flip-flops by register name (all words and copies together) (netlist names) --
register and flops:
c 64, counter_digits 8, digit_mul_start 1, mult_unit.c 36, mult_unit.count 12, mult_unit.digit_mul_done 1, short_b 4, state 4
-- through the flow --
step | util, % | power (W)
floorplan | - | 0.000328
global placement | 34.5 | 0.000386
detailed placement | 34.5 | 0.000386
CTS | 35.9 | 0.000609
global route | 35.9 | 0.000640
finish | 35.9 | 0.000606
-- cell usage in the layout (no fill, tap or decap), drive strengths merged, types with 25 or more instances in the layout --
cell,synthesis,final
o21ai,98,98
nand3,50,50
xor2,37,37
xnor2,56,56
clkdlybuf4s50,0,128
mux2i,66,66
dfxtp,130,130
a211oi,26,26
a31oi,28,28
a21o,40,40
and3,25,25
inv,29,37
a21oi,224,224
ha,101,101
nor2,213,213
nand2,269,269
mux4,37,37
buf,22,27
nor3,43,43
-- layer usage --
metal	vias up	track usage, %	wire (um)
met4	0	3.59	960
met3	68	2.50	2120
met1	6544	29.5	21800
li1	7053	-	-
met5	-	0	0
met2	391	31.3	21200
-- power by group through the flow --
stage / combinational [W] / clock, W / sequential [W]
4_1_cts: 0.000201 / 0.000226 / 0.000182
5_1_grt: 0.000222 / 0.000234 / 0.000183
6_report: 0.000203 / 0.000221 / 0.000182
-- Yosys cell counts (all sizes together), types with 10 or more instances --
cell	count	area share (%)
o21bai	15	0.81
nand2	269	7.3
a211oi	26	1.4
o211ai	18	0.97
nand4	17	0.77
dfxtp	130	19
nand2b	17	0.77
mux2i	66	4.8
nand3	50	1.8
clkbuf	98	2.7
a21o	40	2.2
nor2	213	5.8
a31oi	28	1.3
o21ai	98	3.6
o21a	16	0.87
nor3	43	1.6
a21oi	224	8.1
xor2	37	2.3
or3	10	0.45
and3	25	1.1
and2	17	0.77
inv	29	0.78
ha	101	9.1
a22o	19	1.3
o22ai	18	0.86
a221oi	11	0.69
xnor2	56	3.5
buf	22	0.72
nor2b	19	0.86
mux4	37	6.0
mux2	19	1.5
Power figures rest on the tool's default switching activity, not on a simulated workload.
