==> ./design.v <==
module three_way_toom_cook(clk, rst, a, b, c);
input clk;
input rst;
input [11:0] a;
input [12:0] b;
output reg [24:0] c;
wire  [3:0] a0;
wire  [3:0] a1;
wire  [3:0] a2;
wire  [4:0] b0;
wire  [3:0] b1;
wire  [3:0] b2;
reg  [3:0] counter_d;
reg  [3:0] counter_e1;
reg  [3:0] counter_e2;
reg  [3:0] counter_f1;
reg  [3:0] counter_f2;
reg  [3:0] counter_f3;
reg  [3:0] counter_g1;
reg  [3:0] counter_g2;
reg  [3:0] counter_h;
reg  [11:0] d;
reg  [11:0] e1_mul;
reg  [11:0] e2_mul;
reg  [11:0] e;
reg  [11:0] f1_mul;
reg  [11:0] f2_mul;
reg  [11:0] f3_mul;
reg  [11:0] f;
reg  [11:0] g1_mul;
reg  [11:0] g2_mul;
reg  [11:0] g;
reg  [11:0] h;
reg  [24:0] temp;
assign a0 = a[3:0];
assign a1 = a[7:4];
assign a2 = a[11:8];
assign b0 = b[4:0];
assign b1 = b[8:5];
assign b2 = b[12:9];
always @(posedge clk) begin
	if (rst) begin
		d <= 12'd0;
		counter_d <= 4'd0;
	end
	else if (counter_d < 5) begin
		if (a2[counter_d] == 1'b1) begin
			d <= d ^ (b2 << counter_d);
			counter_d <= counter_d + 1;
		end
		counter_d <= counter_d + 1;
	end
end
always @(posedge clk) begin
	if (rst) begin
		e1_mul <= 12'd0;
		counter_e1 <= 4'd0;
	end
	else if (counter_e1 < 5) begin
		if (a1[counter_e1] == 1'b1) begin
			e1_mul <= e1_mul ^ (b2 << counter_e1);
			counter_e1 <= counter_e1 + 1;
		end
		counter_e1 <= counter_e1 + 1;
	end
end
always @(posedge clk) begin
	if (rst) begin
		e2_mul <= 12'd0;
		counter_e2 <= 4'd0;
	end
	else if (counter_e2 < 5) begin
		if (a2[counter_e1] == 1'b1) begin
			e2_mul <= e2_mul ^ (b1 << counter_e2);
			counter_e2 <= counter_e2 + 1;
		end
		counter_e2 <= counter_e2 + 1;
	end
end
always @(posedge clk) begin
	if (rst) begin
		e = 12'd0;
	end
	else begin
		e = e1_mul ^ e2_mul; 
	end
end
always @(posedge clk) begin
	if (rst) begin
		f1_mul = 12'd0;
		counter_f1 = 4'd0;
	end
	else if (counter_f1 < 5) begin
		if (a0[counter_f1] == 1'b1) begin
			f1_mul = f1_mul ^ (b2 << counter_f1);
			counter_f1 = counter_f1 + 1;
		end
		counter_f1 = counter_f1 + 1;
	end
end
always @(posedge clk) begin
	if (rst) begin
		f2_mul = 12'd0;
		counter_f2 = 4'd0;
	end
	else if (counter_f2 < 5) begin
		if (a1[counter_f2] == 1'b1) begin
			f2_mul = f2_mul ^ (b1 << counter_f2);
			counter_f2 = counter_f2 + 1;
		end
		counter_f2 = counter_f2 + 1;
	end
end
always @(posedge clk) begin
	if (rst) begin
		f3_mul = 12'd0;
		counter_f3 = 4'd0;
	end
	else if (counter_f3 < 5) begin
		if (a2[counter_f3] == 1'b1) begin
			f3_mul = f3_mul ^ (b0 << counter_f3);
			counter_f3 = counter_f3 + 1;
		end
		counter_f3 = counter_f3 + 1;
	end
end
always @(posedge clk) begin
	if (rst) begin
		f = 12'd0;
	end
	else begin
		f = f1_mul ^ f2_mul ^ f3_mul; 
	end
end
always @(posedge clk) begin
	if (rst) begin
		g1_mul = 12'd0;
		counter_g1 = 4'd0;
	end
	else if (counter_g1 < 5) begin
		if (a0[counter_g1] == 1'b1) begin
			g1_mul = g1_mul ^ (b1 << counter_g1);
			counter_g1 = counter_g1 + 1;
		end
		counter_g1 = counter_g1 + 1;
	end
end
always @(posedge clk) begin
	if (rst) begin
		g2_mul = 12'd0;
		counter_g2 = 4'd0;
	end
	else if (counter_g2 < 5) begin
		if (a1[counter_g2] == 1'b1) begin
			g2_mul = g2_mul ^ (b0 << counter_g2);
			counter_g2 = counter_g2 + 1;
		end
		counter_g2 = counter_g2 + 1;
	end
end
always @(posedge clk) begin
	if (rst) begin
		g = 12'd0;
	end
	else begin
		g = g1_mul ^ g2_mul; 
	end
end
always @(posedge clk) begin
	if (rst) begin
		h = 12'd0;
		counter_h = 4'd0;
	end
	else if (counter_h < 5) begin
		if (a0[counter_h] == 1'b1) begin
			h = h ^ (b0 << counter_h);
			counter_h = counter_h + 1;
		end
	counter_h = counter_h + 1;
	end
end
always @(posedge clk) begin
	if (rst) begin
		temp = 25'd0;
		c = 25'd0;
	end
	else begin
		temp = h;
		temp = temp ^ (g << 4);
		temp = temp ^ (f << 8);
		temp = temp ^ (e << 12);
		temp = temp ^ (d << 16);
		c = temp;
	end
end
endmodule
==> ./run.sh <==
#!/bin/bash
# OpenROAD 26Q1-2900-gdf79404cd8, Yosys 0.63+post, stock flow scripts
make -C /OpenROAD-flow-scripts/flow DESIGN_CONFIG=/design/flow/config.mk WORK_HOME=/design/flow/orfs finish
==> ./config.mk <==
export PLATFORM = sky130hd
export DESIGN_NAME = three_way_toom_cook
export DESIGN_NICKNAME = three_way_toom_cook
export VERILOG_FILES = /design/flow/design.v
export SDC_FILE = /design/flow/constraint.sdc
export NUM_CORES = 4
export LEC_CHECK = 1
export CORE_UTILIZATION = 30
==> ./constraint.sdc <==
current_design three_way_toom_cook

set clk_period 3.0
set clk_io_pct 0.2

create_clock -name clk0 -period $clk_period [get_ports {clk}]

set non_clock_inputs [all_inputs -no_clocks]
set_input_delay [expr $clk_period * $clk_io_pct] -clock clk0 $non_clock_inputs
set_output_delay [expr $clk_period * $clk_io_pct] -clock clk0 [all_outputs]
==> GITHUB_STEP_SUMMARY <==
### Yosys + OpenROAD results

| Metric | Value |
|---|---|
| Peak supply drop | 0.4328 mV |
| Crit end category | register |
| Pre-antenna DRT Iters | 4 |
| First-pass GRT wire length | 42,640 um |
| FF-to-FF End | counter_f3[2] |
| # DRC | 0 |
| Core Util, Final | 0.3508 |
| Share of cells above drive strength 1 | 0.1184 |
| Hold Path Class | register to register |
| Critical Path Start | counter_f3[1] |
| EDFF count, synth | 0 |
| Filler cell count | 3,643 |
| Detail Route Antenna Nets | 0 |
| Chip Area | 37,940 sq um |
| #FFs+latches synth | 202 |
| R2r setup slk | 0.66 ns |
| Area Overhead vs Synth | 15.18% |
| Worst Path Arrival | 2.71 ns |
| ANT cells | 0 |
| Top cell excl fill/tap | dfxtp_1 |
| Max_slew headroom | 0.4564 |
| Total CTS buffers | 23 |
| DR WL/cell | 14.79 um |
| Die W | 194.8 um |
| Htree depth | 1 |
| Clk ins delay skew pair | 0.52 ns |
| Vias/cell | 4.980 |
| Resized cells post-CTS | 0 |
| Pleak | 4.788 nW |
| Clock skew | 0.02142 ns |
| I/O pin count | 52 |
| Setup crit start kind | register |
| Unrepaired setup endpoints after global routing | no |
| Crit path kind | register to register |
| Vias in the first global route | 8,057 |
| Routed WL | 26,030 um |
| Fmax | 427.6 MHz |
| Maximum clock path buffer count | 3 |
| Dpl hpwl | 18,560 um |
| Post-CTS Hold Fix Bufs | 0 |
| Initial antenna violation count | 1 |
| Fin crit period | 2.339 ns |
| Yosys stat cell total | 1,266 |
| Vias | 8,765 |
| Avg Inst Size Synth | 8.807 sq um |
| Clk slew on worst S/H paths | 0.06 ns |
| 1st-iter DRT viols | 456 |
| Synth Instances | 1,266 |
| Pin count of the biggest net entering global routing | 86 |
| GRT overflow | 0 |
| Post-place instance area | 12,040 sq um |
| Tool warnings | 34 |
| # Post-CTS Setup Buffers | 0 |
| Ys Warns | 1 |
| Power Density | 847.1 nW/um^2 |
| Synth Seq Share | 0.3627 |
| PortBufs | 51 |
| Final Hold Viols | 0 |
| RD Place Congestion | 0.8796 |
| Core area | 36,610 sq um |
| Final setup viols | 0 |
| Setup_tns | 0 ns |
| Synth Flop Type | dfxtp_1 |
| Setup crit end | counter_f3[2] |
| Die height | 194.8 um |
| Outcome | finished, final reports clean |
| Crit Path Max Fanout | 16 |
| CTS Sinks | 202 |
| Mapped Area | 11,150 sq um |
| Req. time, crit path | 3.37 ns |
| Design Area, Final | 12,840 sq um |
| Fp util | 0.3045 |
| Distinct lib cells used | 51 |
| Cycle use final | 0.7796 |
| Pins over their slew limit | 0 |
| Row cnt | 70 |
| Most frequent cells in the layout | dfxtp_1 (202), nor2_1 (159), a21oi_1 (108), mux2_2 (76), xnor2_1 (68) |
| Max-cap violations | 0 |
| Root Buffer | clkbuf_16 |
| Total GRT Usage | 0.1410 |
| CTS tree | built |
| Yosys chip area | 11,150 sq um |
| Slew @ Worst Pin | 0.8143 ns |
| Reg-to-reg startpoint | counter_f3[1] |
| Async S/R FF share, synth | 0 |
| Reg2reg path depth | 9 |
==> cells in the mapped netlist (31+ instances only) <==
| cell | number | area, sq um |
|---|---|---|
| inv_1 | 44 | 165.2 |
| nor2_1 | 159 | 596.8 |
| nand2_1 | 31 | 116.4 |
| clkbuf_1 | 52 | 195.2 |
| xor2_1 | 52 | 455.4 |
| mux2_2 | 76 | 855.8 |
| a21oi_1 | 108 | 540.5 |
| o21ai_0 | 46 | 230.2 |
| nand4_1 | 31 | 193.9 |
| xnor2_1 | 68 | 595.6 |
| nand3_1 | 43 | 215.2 |
| nor2b_1 | 50 | 312.8 |
| dfxtp_1 | 202 | 4044 |
| and3b_1 | 34 | 297.8 |
==> stage by stage <==
step,setup slack [ns],cells,hold WS [ns],total power [W]
2_1_floorplan,0.7616,1266,0.4536,0.006906
3_3_place_gp,0.2044,1718,0.4670,0.007915
3_5_place_dp,0.1657,1718,0.4693,0.007952
4_1_cts,0.6840,1760,0.4797,0.01097
5_1_grt,0.4533,1760,0.4879,0.01163
6_report,0.6613,1760,0.4770,0.01088
==> critical path, stage by stage, from the launching register on <==
cell and delay [ns]:
dfxtp_1 0.72, inv_1 0.17, ha_1 0.34, a21oi_1 0.08, nor2_1 0.14, ha_1 0.15, inv_1 0.05, a211o_1 0.28
a211oi_1 0.21, a311oi_1 0.07
==> where the power goes <==
group          leakage [nW]  switching (W)  internal, W
Combinational          2.75        0.00205      0.00192
Clock                 0.390        0.00113      0.00184
Sequential             1.65       0.000650      0.00329
==> routing by layer <==
layer / wire length, um / part of all wire / up-vias / track usage
li1: - / - / 4478 / -
met1: 12570 / 0.48 / 4079 / 0.2142
met2: 11430 / 0.44 / 171 / 0.2125
met3: 1314 / 0.050 / 35 / 0.02317
met4: 704 / 0.027 / 2 / 0.03383
met5: 11 / 0.00042 / - / 0
==> flip-flops by register name, indices dropped and copies added, names as in the netlist <==
| signal | cells |
|---|---|
| f1_mul | 12 |
| counter_f2 | 4 |
| f2_mul | 12 |
| counter_h | 4 |
| counter_g1 | 4 |
| counter_f1 | 4 |
| e1_mul | 12 |
| counter_d | 4 |
| g2_mul | 12 |
| e2_mul | 12 |
| f | 12 |
| counter_e1 | 4 |
| g | 12 |
| f3_mul | 12 |
| d | 9 |
| e | 12 |
| counter_f3 | 4 |
| counter_g2 | 4 |
| counter_e2 | 4 |
| h | 12 |
| g1_mul | 12 |
| c | 25 |
==> area by class of cell <==
| class | count | area (sq um) | area share |
|---|---|---|---|
| inverters | 45 | 168.9 | 0.01315 |
| clock buffers | 32 | 639.4 | 0.04979 |
| multi-input cells | 934 | 6585 | 0.5128 |
| flip-flops and latches | 202 | 4044 | 0.3149 |
| well taps | 468 | 585.6 | 0.04560 |
| repair buffers | 69 | 659.4 | 0.05134 |
| clock inverters | 10 | 160.2 | 0.01247 |
==> worst min path at each step <==
stage / startpoint / end / slack [ns] / cells after the start
finish: h[3] / c[3] / 0.48 / 1
global route: h[0] / c[0] / 0.49 / 1
CTS: h[0] / c[0] / 0.48 / 1
==> cells by family (layout without fill, tap and decap cells) <==
group | Yosys count | count (layout) | synth area share
fa+ha+maj | 24 | 24 | 0.02693
compound gates | 224 | 224 | 0.1200
simple gates | 448 | 448 | 0.2159
buf+inv | 130 | 156 | 0.04668
flops | 202 | 202 | 0.3627
mux | 118 | 118 | 0.1335
xor+xnor | 120 | 120 | 0.09427
Power and IR drop assume default switching activity.
